`flow/design.v`:
```
module MAC_4 # (
  parameter integer  FEAT_WIDTH                   = 8,
  parameter integer  WGT_WIDTH                    = 8,
  parameter integer  PE_OUT_WIDTH               = 16
)(
  input                                  clk,
  input                                 acc,
  input   [FEAT_WIDTH-1:0]              _a0,_a1,_a2,_a3,
  input   [WGT_WIDTH-1:0]               _b0,_b1,_b2,_b3,
  input   [FEAT_WIDTH-1:0]              _c1,  
  output  reg   [PE_OUT_WIDTH-1:0]       sum_out
);
always @ (posedge clk)
	begin
		if (acc)begin
	        sum_out <= _a0*_b0+_a1*_b1+_a2*_b2+_a3*_b3+sum_out;
		end else begin
            sum_out <= _a0*_b0+_a1*_b1+_a2*_b2+_a3*_b3;
        end
	end
endmodule
module PE_4 #(
  parameter integer  MAC_DIM                      = 4,
  parameter integer  FEAT_WIDTH                   = 8,  
  parameter integer  WGT_WIDTH                    = 8,  
  parameter integer  PE_OUT_WIDTH                 = 16,
  parameter integer  SPAD_WIDTH                   = 64,  
  parameter integer  NZ_WIDTH                     = 16,  
  parameter integer  NUM_NODES                    = 20,  
  parameter integer  ADDR_WIDTH                   = (
(64) < (1<<0) ? 0 : (64) <= (1<<1) ? 1 :
(64) <= (1<<2) ? 2 : (64) <= (1<<3) ? 3 :
(64) <= (1<<4) ? 4 : (64) <= (1<<5) ? 5 :
(64) <= (1<<6) ? 6 : (64) <= (1<<7) ? 7 :
(64) <= (1<<8) ? 8 : (64) <= (1<<9) ? 9 :
(64) <= (1<<10) ? 10 : (64) <= (1<<11) ? 11 :
(64) <= (1<<12) ? 12 : (64) <= (1<<13) ? 13 :
(64) <= (1<<14) ? 14 : (64) <= (1<<15) ? 15 :
(64) <= (1<<16) ? 16 : (64) <= (1<<17) ? 17 :
(64) <= (1<<18) ? 18 : (64) <= (1<<19) ? 19 :
(64) <= (1<<20) ? 20 : (64) <= (1<<21) ? 21 :
(64) <= (1<<22) ? 22 : (64) <= (1<<23) ? 23 :
(64) <= (1<<24) ? 24 : (64) <= (1<<25) ? 25 :
(64) <= (1<<26) ? 26 : (64) <= (1<<27) ? 27 :
(64) <= (1<<28) ? 28 : (64) <= (1<<29) ? 29 :
(64) <= (1<<30) ? 30 : (64) <= (1<<31) ? 31 : 32)
)(
  input             clk,
  input             reset,
  input             [ADDR_WIDTH*MAC_DIM-1:0]non_zero_add_in,
  input             [FEAT_WIDTH*SPAD_WIDTH-1:0]feature_in , 
  input             [WGT_WIDTH*SPAD_WIDTH-1:0] weight_in, 
  input             [1:0]non_zero_num,
  input             acc,
  input             done,
  output         reg   sum_vd,  
  output        [PE_OUT_WIDTH-1:0] sum_out  
);
wire [WGT_WIDTH-1:0] weight_out_0,weight_out_1,weight_out_2,weight_out_3;
wire [FEAT_WIDTH-1:0] feat_out_0,feat_out_1,feat_out_2,feat_out_3;
wire [FEAT_WIDTH-1:0]feature_2d[0:SPAD_WIDTH-1];
wire [WGT_WIDTH-1:0]weight_2d[0:SPAD_WIDTH-1];
wire [ADDR_WIDTH-1:0]non_zero_add_2d[0:MAC_DIM-1];
genvar i;
generate
for(i=0;i<SPAD_WIDTH;i=i+1)begin
    assign feature_2d[i]=feature_in[(i+1)*FEAT_WIDTH-1:i*FEAT_WIDTH];
    assign weight_2d[i]=weight_in[(i+1)*WGT_WIDTH-1:i*WGT_WIDTH];
end
endgenerate
genvar j;
generate
for(j=0;j<MAC_DIM;j=j+1)begin
	assign non_zero_add_2d[j]=non_zero_add_in[(j+1)*ADDR_WIDTH-1:j*ADDR_WIDTH];
end
endgenerate
assign feat_out_0 = feature_2d[non_zero_add_2d[0]];
assign weight_out_0 = weight_2d[non_zero_add_2d[0]];
assign feat_out_1 = non_zero_num>=2'b1 ? feature_2d[non_zero_add_2d[1]]:0;
assign weight_out_1 = non_zero_num>=2'b1 ? weight_2d[non_zero_add_2d[1]]:0;
assign feat_out_2 = non_zero_num>=2'b10 ? feature_2d[non_zero_add_2d[2]]:0;
assign weight_out_2 = non_zero_num>=2'b10 ? weight_2d[non_zero_add_2d[2]]:0;
assign feat_out_3 = non_zero_num==2'b11 ? feature_2d[non_zero_add_2d[3]]:0;
assign weight_out_3 = non_zero_num==2'b11 ? weight_2d[non_zero_add_2d[3]]:0;
always @ (posedge clk) begin
    if (reset)begin
        sum_vd<=0;
    end else begin
        sum_vd<=done;
    end
end
MAC_4 #(
	 .FEAT_WIDTH (FEAT_WIDTH),                  
	 .WGT_WIDTH (WGT_WIDTH),                   
	 .PE_OUT_WIDTH (PE_OUT_WIDTH)
	) multiplier_inst(
    .clk (clk),
    .acc(acc),
    ._a0 (feat_out_0) ,
    ._b0 (weight_out_0),
    ._a1 (feat_out_1),
    ._b1 (weight_out_1),
    ._a2 (feat_out_2),
    ._b2 (weight_out_2),
    ._a3 (feat_out_3),
    ._b3 (weight_out_3),
    ._c1 (),
    .sum_out(sum_out)
	); 
endmodule
`timescale 1ns/1ps
module PE_ROW_4 #(
  parameter integer  MAC_DIM                      = 4,
  parameter integer  FEAT_WIDTH                   = 1,  
  parameter integer  WGT_WIDTH                    = 8,  
  parameter integer  PE_OUT_WIDTH                 = 8,  
  parameter integer  SPAD_WIDTH                   = 64,  
  parameter integer  PE_DIM                       = 16,  
  parameter integer  NZ_WIDTH                     = 16,  
  parameter integer  NUM_NODES                    = 20,  
  parameter integer  LOG_PE_DIM                   =(
(PE_DIM) < (1<<0) ? 0 : (PE_DIM) <= (1<<1) ? 1 :
(PE_DIM) <= (1<<2) ? 2 : (PE_DIM) <= (1<<3) ? 3 :
(PE_DIM) <= (1<<4) ? 4 : (PE_DIM) <= (1<<5) ? 5 :
(PE_DIM) <= (1<<6) ? 6 : (PE_DIM) <= (1<<7) ? 7 :
(PE_DIM) <= (1<<8) ? 8 : (PE_DIM) <= (1<<9) ? 9 :
(PE_DIM) <= (1<<10) ? 10 : (PE_DIM) <= (1<<11) ? 11 :
(PE_DIM) <= (1<<12) ? 12 : (PE_DIM) <= (1<<13) ? 13 :
(PE_DIM) <= (1<<14) ? 14 : (PE_DIM) <= (1<<15) ? 15 :
(PE_DIM) <= (1<<16) ? 16 : (PE_DIM) <= (1<<17) ? 17 :
(PE_DIM) <= (1<<18) ? 18 : (PE_DIM) <= (1<<19) ? 19 :
(PE_DIM) <= (1<<20) ? 20 : (PE_DIM) <= (1<<21) ? 21 :
(PE_DIM) <= (1<<22) ? 22 : (PE_DIM) <= (1<<23) ? 23 :
(PE_DIM) <= (1<<24) ? 24 : (PE_DIM) <= (1<<25) ? 25 :
(PE_DIM) <= (1<<26) ? 26 : (PE_DIM) <= (1<<27) ? 27 :
(PE_DIM) <= (1<<28) ? 28 : (PE_DIM) <= (1<<29) ? 29 :
(PE_DIM) <= (1<<30) ? 30 : (PE_DIM) <= (1<<31) ? 31 : 32),
  parameter integer  ADDR_WIDTH                   = (
(SPAD_WIDTH) < (1<<0) ? 0 : (SPAD_WIDTH) <= (1<<1) ? 1 :
(SPAD_WIDTH) <= (1<<2) ? 2 : (SPAD_WIDTH) <= (1<<3) ? 3 :
(SPAD_WIDTH) <= (1<<4) ? 4 : (SPAD_WIDTH) <= (1<<5) ? 5 :
(SPAD_WIDTH) <= (1<<6) ? 6 : (SPAD_WIDTH) <= (1<<7) ? 7 :
(SPAD_WIDTH) <= (1<<8) ? 8 : (SPAD_WIDTH) <= (1<<9) ? 9 :
(SPAD_WIDTH) <= (1<<10) ? 10 : (SPAD_WIDTH) <= (1<<11) ? 11 :
(SPAD_WIDTH) <= (1<<12) ? 12 : (SPAD_WIDTH) <= (1<<13) ? 13 :
(SPAD_WIDTH) <= (1<<14) ? 14 : (SPAD_WIDTH) <= (1<<15) ? 15 :
(SPAD_WIDTH) <= (1<<16) ? 16 : (SPAD_WIDTH) <= (1<<17) ? 17 :
(SPAD_WIDTH) <= (1<<18) ? 18 : (SPAD_WIDTH) <= (1<<19) ? 19 :
(SPAD_WIDTH) <= (1<<20) ? 20 : (SPAD_WIDTH) <= (1<<21) ? 21 :
(SPAD_WIDTH) <= (1<<22) ? 22 : (SPAD_WIDTH) <= (1<<23) ? 23 :
(SPAD_WIDTH) <= (1<<24) ? 24 : (SPAD_WIDTH) <= (1<<25) ? 25 :
(SPAD_WIDTH) <= (1<<26) ? 26 : (SPAD_WIDTH) <= (1<<27) ? 27 :
(SPAD_WIDTH) <= (1<<28) ? 28 : (SPAD_WIDTH) <= (1<<29) ? 29 :
(SPAD_WIDTH) <= (1<<30) ? 30 : (SPAD_WIDTH) <= (1<<31) ? 31 : 32),
  parameter integer  WGT_INDEX                    = (
(WGT_WIDTH) < (1<<0) ? 0 : (WGT_WIDTH) <= (1<<1) ? 1 :
(WGT_WIDTH) <= (1<<2) ? 2 : (WGT_WIDTH) <= (1<<3) ? 3 :
(WGT_WIDTH) <= (1<<4) ? 4 : (WGT_WIDTH) <= (1<<5) ? 5 :
(WGT_WIDTH) <= (1<<6) ? 6 : (WGT_WIDTH) <= (1<<7) ? 7 :
(WGT_WIDTH) <= (1<<8) ? 8 : (WGT_WIDTH) <= (1<<9) ? 9 :
(WGT_WIDTH) <= (1<<10) ? 10 : (WGT_WIDTH) <= (1<<11) ? 11 :
(WGT_WIDTH) <= (1<<12) ? 12 : (WGT_WIDTH) <= (1<<13) ? 13 :
(WGT_WIDTH) <= (1<<14) ? 14 : (WGT_WIDTH) <= (1<<15) ? 15 :
(WGT_WIDTH) <= (1<<16) ? 16 : (WGT_WIDTH) <= (1<<17) ? 17 :
(WGT_WIDTH) <= (1<<18) ? 18 : (WGT_WIDTH) <= (1<<19) ? 19 :
(WGT_WIDTH) <= (1<<20) ? 20 : (WGT_WIDTH) <= (1<<21) ? 21 :
(WGT_WIDTH) <= (1<<22) ? 22 : (WGT_WIDTH) <= (1<<23) ? 23 :
(WGT_WIDTH) <= (1<<24) ? 24 : (WGT_WIDTH) <= (1<<25) ? 25 :
(WGT_WIDTH) <= (1<<26) ? 26 : (WGT_WIDTH) <= (1<<27) ? 27 :
(WGT_WIDTH) <= (1<<28) ? 28 : (WGT_WIDTH) <= (1<<29) ? 29 :
(WGT_WIDTH) <= (1<<30) ? 30 : (WGT_WIDTH) <= (1<<31) ? 31 : 32)
) (
    input             clk,
    input             reset,
    input             [ADDR_WIDTH*MAC_DIM-1:0]non_zero_add_bus,  
    input             [FEAT_WIDTH*SPAD_WIDTH-1:0]data_bus, 
    input             [1:0] non_zero_num,  
    input             [LOG_PE_DIM-1:0] weight_enable_top, 
    input             broad_cast_enable,
    input             acc,done,
    input             psum_rd,
    output        [PE_OUT_WIDTH*PE_DIM-1:0] sum_out_bus,
    output        [PE_DIM-1:0] out_vd,
    output        data_bus_rd
);
assign data_bus_rd=psum_rd;
wire [PE_DIM-1:0] weight_enable_converted;
assign weight_enable_converted=1<<weight_enable_top;
wire [PE_DIM-1:0]pe_rd;
genvar i;
generate
  for (i=0;i<PE_DIM;i=i+1)begin : COL
    PE_TOP_4 #(
      .FEAT_WIDTH(FEAT_WIDTH),                  
      .WGT_WIDTH(WGT_WIDTH),             
      .PE_OUT_WIDTH(PE_OUT_WIDTH),              
      .SPAD_WIDTH(SPAD_WIDTH),              
      .NZ_WIDTH(NZ_WIDTH),              
      .NUM_NODES(NUM_NODES)
    )PE_4(
      .clk(clk),
      .reset(reset),
      .addr_bus(non_zero_add_bus), 
      .data_bus(data_bus),  
      .non_zero_num (non_zero_num),
      .w_we (weight_enable_converted[i]),
      .x_we (broad_cast_enable),
      .acc(acc),
      .done(done),
      .out(sum_out_bus[PE_OUT_WIDTH*i+PE_OUT_WIDTH-1:PE_OUT_WIDTH*i]),  
      .out_vd(out_vd[i])
    );    
end  
endgenerate
endmodule
module PE_TOP_4#(
  parameter integer  MAC_DIM                      = 4,
  parameter integer  FEAT_WIDTH                   = 1,  
  parameter integer  WGT_WIDTH                    = 8,  
  parameter integer  PE_OUT_WIDTH                 = 8,
  parameter integer  SPAD_WIDTH                   = 64,  
  parameter integer  NZ_WIDTH                     = 16,  
  parameter integer  NUM_NODES                    = 20,  
  parameter integer  ADDR_WIDTH                   = (
(SPAD_WIDTH) < (1<<0) ? 0 : (SPAD_WIDTH) <= (1<<1) ? 1 :
(SPAD_WIDTH) <= (1<<2) ? 2 : (SPAD_WIDTH) <= (1<<3) ? 3 :
(SPAD_WIDTH) <= (1<<4) ? 4 : (SPAD_WIDTH) <= (1<<5) ? 5 :
(SPAD_WIDTH) <= (1<<6) ? 6 : (SPAD_WIDTH) <= (1<<7) ? 7 :
(SPAD_WIDTH) <= (1<<8) ? 8 : (SPAD_WIDTH) <= (1<<9) ? 9 :
(SPAD_WIDTH) <= (1<<10) ? 10 : (SPAD_WIDTH) <= (1<<11) ? 11 :
(SPAD_WIDTH) <= (1<<12) ? 12 : (SPAD_WIDTH) <= (1<<13) ? 13 :
(SPAD_WIDTH) <= (1<<14) ? 14 : (SPAD_WIDTH) <= (1<<15) ? 15 :
(SPAD_WIDTH) <= (1<<16) ? 16 : (SPAD_WIDTH) <= (1<<17) ? 17 :
(SPAD_WIDTH) <= (1<<18) ? 18 : (SPAD_WIDTH) <= (1<<19) ? 19 :
(SPAD_WIDTH) <= (1<<20) ? 20 : (SPAD_WIDTH) <= (1<<21) ? 21 :
(SPAD_WIDTH) <= (1<<22) ? 22 : (SPAD_WIDTH) <= (1<<23) ? 23 :
(SPAD_WIDTH) <= (1<<24) ? 24 : (SPAD_WIDTH) <= (1<<25) ? 25 :
(SPAD_WIDTH) <= (1<<26) ? 26 : (SPAD_WIDTH) <= (1<<27) ? 27 :
(SPAD_WIDTH) <= (1<<28) ? 28 : (SPAD_WIDTH) <= (1<<29) ? 29 :
(SPAD_WIDTH) <= (1<<30) ? 30 : (SPAD_WIDTH) <= (1<<31) ? 31 : 32),
  parameter integer  WGT_INDEX                    = (
(WGT_WIDTH) < (1<<0) ? 0 : (WGT_WIDTH) <= (1<<1) ? 1 :
(WGT_WIDTH) <= (1<<2) ? 2 : (WGT_WIDTH) <= (1<<3) ? 3 :
(WGT_WIDTH) <= (1<<4) ? 4 : (WGT_WIDTH) <= (1<<5) ? 5 :
(WGT_WIDTH) <= (1<<6) ? 6 : (WGT_WIDTH) <= (1<<7) ? 7 :
(WGT_WIDTH) <= (1<<8) ? 8 : (WGT_WIDTH) <= (1<<9) ? 9 :
(WGT_WIDTH) <= (1<<10) ? 10 : (WGT_WIDTH) <= (1<<11) ? 11 :
(WGT_WIDTH) <= (1<<12) ? 12 : (WGT_WIDTH) <= (1<<13) ? 13 :
(WGT_WIDTH) <= (1<<14) ? 14 : (WGT_WIDTH) <= (1<<15) ? 15 :
(WGT_WIDTH) <= (1<<16) ? 16 : (WGT_WIDTH) <= (1<<17) ? 17 :
(WGT_WIDTH) <= (1<<18) ? 18 : (WGT_WIDTH) <= (1<<19) ? 19 :
(WGT_WIDTH) <= (1<<20) ? 20 : (WGT_WIDTH) <= (1<<21) ? 21 :
(WGT_WIDTH) <= (1<<22) ? 22 : (WGT_WIDTH) <= (1<<23) ? 23 :
(WGT_WIDTH) <= (1<<24) ? 24 : (WGT_WIDTH) <= (1<<25) ? 25 :
(WGT_WIDTH) <= (1<<26) ? 26 : (WGT_WIDTH) <= (1<<27) ? 27 :
(WGT_WIDTH) <= (1<<28) ? 28 : (WGT_WIDTH) <= (1<<29) ? 29 :
(WGT_WIDTH) <= (1<<30) ? 30 : (WGT_WIDTH) <= (1<<31) ? 31 : 32)
)(
input clk,
input reset,
input [ADDR_WIDTH*MAC_DIM-1:0] addr_bus, 
input [FEAT_WIDTH*SPAD_WIDTH-1:0] data_bus,  
input [1:0]non_zero_num,
input acc,done,
input w_we,x_we,
output [PE_OUT_WIDTH-1:0] out,
output out_vd
);
reg acc_buffer,done_buffer;
reg[FEAT_WIDTH*SPAD_WIDTH-1:0] x_buffer;
reg[ADDR_WIDTH*MAC_DIM-1:0] addr_buffer;
reg[1:0] num_buffer;
reg[WGT_WIDTH-1:0]w_buffer[0:SPAD_WIDTH-1];
wire [WGT_WIDTH*SPAD_WIDTH-1:0]w_buffer_1d;
wire[WGT_INDEX-1:0]w_index;
assign w_index=addr_bus[WGT_INDEX-1:0];
genvar i;
generate
    for(i=0;i<WGT_WIDTH;i=i+1)begin
        always @ (posedge clk) begin
            if (w_we)begin
                w_buffer[w_index*WGT_WIDTH+i]<=data_bus[WGT_WIDTH*i+WGT_WIDTH-1:WGT_WIDTH*i];
            end
        end
    end
endgenerate
always @ (posedge clk) begin
    if ((~reset) & x_we) begin
        x_buffer<=data_bus;
        addr_buffer<=addr_bus;
        num_buffer<=non_zero_num;
        acc_buffer<=acc;
        done_buffer<=done;
    end
end
generate
    for(i=0;i<SPAD_WIDTH;i=i+1)begin
        assign w_buffer_1d[WGT_WIDTH*i+WGT_WIDTH-1:WGT_WIDTH*i]=w_buffer[i];
    end
endgenerate
PE_4 #(
    .FEAT_WIDTH   (FEAT_WIDTH),                  
    .WGT_WIDTH    (WGT_WIDTH),               
    .PE_OUT_WIDTH (PE_OUT_WIDTH),              
    .SPAD_WIDTH   (SPAD_WIDTH),              
    .NZ_WIDTH     (NZ_WIDTH),              
    .NUM_NODES    (NUM_NODES)
)PE_4_inst(
	.clk(clk),
	.reset(reset),
	.non_zero_add_in(addr_buffer),
	.feature_in(x_buffer),
    .weight_in(w_buffer_1d),
    .non_zero_num (num_buffer),
    .acc (acc_buffer),
    .done(done_buffer),
    .sum_out (out),  
    .sum_vd(out_vd)
);    
endmodule
```
`flow/run.sh`:
```
#!/bin/bash
# OpenROAD 26Q1-2900-gdf79404cd8, Yosys 0.63+post, stock flow scripts
make -C /OpenROAD-flow-scripts/flow DESIGN_CONFIG=/design/flow/config.mk WORK_HOME=/design/flow/orfs finish
```
`flow/config.mk`:
```
export PLATFORM = sky130hd
export DESIGN_NAME = PE_ROW_4
export DESIGN_NICKNAME = PE_ROW_4
export VERILOG_FILES = /design/flow/design.v
export SDC_FILE = /design/flow/constraint.sdc
export NUM_CORES = 4
export LEC_CHECK = 1
export CORE_UTILIZATION = 40
export SYNTH_MEMORY_MAX_BITS = 65536
```
`flow/constraint.sdc`:
```
current_design PE_ROW_4

set clk_period 51.4
set clk_io_pct 0.2

create_clock -name clk0 -period $clk_period [get_ports {clk}]

set non_clock_inputs [all_inputs -no_clocks]
set_input_delay [expr $clk_period * $clk_io_pct] -clock clk0 $non_clock_inputs
set_output_delay [expr $clk_period * $clk_io_pct] -clock clk0 [all_outputs]
```
==> run_results.csv <==
group,metric,value,unit
placed_design,dp_hpwl,3730000,µm
cts,clock-sinks,8413,
synth,synth_cell_type_count,89,
cts,cts_hold_repair.buffers,0,
synth,synth.largest_area_cell,"edfxtp_1",
synth,seq_area_frac_synth,0.555,
synth,ys_cells,39222,
synth,syn_inst,39222,
floorplanning,num_rows,390,
cts,h-tree-depth,6,
synth,synth_flops,8413,
synth,edf_count,8284,
status,failing_step,"global routing",
floorplanning,io_pins,245,
cts,cts_buffer_depth,5,
floorplanning,die_x,1070,µm
status,status,"did not finish",
grt,grtUsageTotal,1.05,
cts,post_cts_buffers,0,
cts,cts_inserted_buffers,942,
synth,top_area_frac,0.550,
synth,synth_warnings,3,
synth,async_flop_share,0,
placed_design,portBuffers,242,
floorplanning,die_h,1070,µm
status,error,"[ERROR GRT-0116] Global routing finished with congestion. Check the congestion regions in the DRC Viewer.",
synth,area_leaders,"edfxtp_1 55%, a22oi_1 25%, nand4_1 3.7%",
grt,first_global_vias,676046,
floorplanning,initCoreUtil,0.401,
grt,grt.overflow.total,62149,
placed_design,gp_congestion,1.48,
synth,flop_cell,"edfxtp_1",
synth,ys_area,453000,µm²
cts,ctsResizeCount,0,
cts,clockRootBuffer,"clkbuf_16",
grt,grt_pass1_wl,7580000,µm
synth,synth_area,453000,µm²
synth,syn-mean-instance-area,11.5,µm²
grt,grt_max_degree,73,
placed_design,placed_area,500000,µm²
through the flow:
step	setup WS, ns	total power, W	utilization	hold slack (ns)	std cells
after CTS	30.84	0.0183	0.472	0.548	57311
after detailed placement	30.84	0.0112	0.443	0.513	55561
after global placement	30.84	0.0113	0.443	0.511	55557
after floorplan	30.74	0.00906	-	0.429	39222
logic make-up after synthesis:
logic type,count (synthesis),synth area share
flops,8413,0.555
buf+inv,4175,0.0363
compound gates,17189,0.284
simple gates,8489,0.0960
mux,236,0.00563
fa+ha+maj,480,0.0172
xor+xnor,240,0.00562
cells in the mapped netlist, types with 123 or more instances:
library cell and instances:
a22oi_1 14846, edfxtp_1 8284, nand4_1 2692, clkbuf_1 2548
nand2_1 2505, nor2_1 921, nor3_1 811, buf_1 686
a21oi_1 651, nand3_1 591, nor4_1 533, buf_2 492
a221oi_1 449, a22o_1 447, inv_1 419, fa_1 240
ha_1 240, o21ai_0 161, o211ai_1 159, xnor2_1 142
dfxtp_1 129, mux2_2 123
metal layers:
layer,track usage,overflow
met1,1.05,15368
met5,0.987,1489
met4,1.03,9335
met3,1.02,11298
met2,1.09,24659
Power is estimated from default activity; no workload was simulated.
