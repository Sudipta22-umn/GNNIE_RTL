### design/flow/design.v
module MAC_5 # (
  parameter integer  FEAT_WIDTH                   = 8,
  parameter integer  WGT_WIDTH                    = 8,
  parameter integer  PE_OUT_WIDTH               = 16
)(
  input                                  clk,acc,
  input   [FEAT_WIDTH-1:0]              _a0,_a1,_a2,_a3,_a4,
  input   [WGT_WIDTH-1:0]               _b0,_b1,_b2,_b3,_b4,
  input   [FEAT_WIDTH-1:0]              _c1,  
  output  reg   [PE_OUT_WIDTH-1:0]       sum_out
);
always @ (posedge clk)
	begin
        if (acc)begin
	        sum_out <= _a0*_b0+_a1*_b1+_a2*_b2+_a3*_b3+_a4*_b4+sum_out;
		end else begin
            sum_out <= _a0*_b0+_a1*_b1+_a2*_b2+_a3*_b3+_a4*_b4;
        end
	end
endmodule
module PE_5 #(
  parameter integer  MAC_DIM                      = 5,
  parameter integer  FEAT_WIDTH                   = 8,  
  parameter integer  WGT_WIDTH                    = 8,  
  parameter integer  PE_OUT_WIDTH                 = 16,
  parameter integer  SPAD_WIDTH                   = 64,  
  parameter integer  NZ_WIDTH                     = 16,  
  parameter integer  NUM_NODES                    = 20,  
  parameter integer  ADDR_WIDTH                   = (
(64) < (1<<0) ? 0 : (64) <= (1<<1) ? 1 :
(64) <= (1<<2) ? 2 : (64) <= (1<<3) ? 3 :
(64) <= (1<<4) ? 4 : (64) <= (1<<5) ? 5 :
(64) <= (1<<6) ? 6 : (64) <= (1<<7) ? 7 :
(64) <= (1<<8) ? 8 : (64) <= (1<<9) ? 9 :
(64) <= (1<<10) ? 10 : (64) <= (1<<11) ? 11 :
(64) <= (1<<12) ? 12 : (64) <= (1<<13) ? 13 :
(64) <= (1<<14) ? 14 : (64) <= (1<<15) ? 15 :
(64) <= (1<<16) ? 16 : (64) <= (1<<17) ? 17 :
(64) <= (1<<18) ? 18 : (64) <= (1<<19) ? 19 :
(64) <= (1<<20) ? 20 : (64) <= (1<<21) ? 21 :
(64) <= (1<<22) ? 22 : (64) <= (1<<23) ? 23 :
(64) <= (1<<24) ? 24 : (64) <= (1<<25) ? 25 :
(64) <= (1<<26) ? 26 : (64) <= (1<<27) ? 27 :
(64) <= (1<<28) ? 28 : (64) <= (1<<29) ? 29 :
(64) <= (1<<30) ? 30 : (64) <= (1<<31) ? 31 : 32)
)(
  input             clk,
  input             reset,
  input             [ADDR_WIDTH*MAC_DIM-1:0]non_zero_add_in,
  input             [FEAT_WIDTH*SPAD_WIDTH-1:0]feature_in , 
  input             [WGT_WIDTH*SPAD_WIDTH-1:0] weight_in, 
  input             [2:0]non_zero_num,
  input             acc,
  input             done,
  output     reg    sum_vd,
  output        [PE_OUT_WIDTH-1:0] sum_out  
);
wire        [WGT_WIDTH-1:0] weight_out_1,weight_out_2,weight_out_3,weight_out_4,weight_out_0;
wire        [FEAT_WIDTH-1:0] feat_out_1,feat_out_2,feat_out_3,feat_out_4,feat_out_0;
wire [FEAT_WIDTH-1:0]feature_2d[0:SPAD_WIDTH-1];
wire [WGT_WIDTH-1:0]weight_2d[0:SPAD_WIDTH-1];
wire [ADDR_WIDTH-1:0]non_zero_add_2d[0:MAC_DIM-1];
genvar i;
generate
for(i=0;i<SPAD_WIDTH;i=i+1)begin
    assign feature_2d[i]=feature_in[(i+1)*FEAT_WIDTH-1:i*FEAT_WIDTH];
    assign weight_2d[i]=weight_in[(i+1)*WGT_WIDTH-1:i*WGT_WIDTH];
end
endgenerate
genvar j;
generate
for(j=0;j<MAC_DIM;j=j+1)begin
	assign non_zero_add_2d[j]=non_zero_add_in[(j+1)*ADDR_WIDTH-1:j*ADDR_WIDTH];
end
endgenerate
assign feat_out_0 = feature_2d[non_zero_add_2d[0]];
assign weight_out_0 = weight_2d[non_zero_add_2d[0]];
assign feat_out_1 = non_zero_num>=3'b001 ? feature_2d[non_zero_add_2d[1]]:0;
assign weight_out_1 = non_zero_num>=3'b001 ? weight_2d[non_zero_add_2d[1]]:0;
assign feat_out_2 = non_zero_num>=3'b010 ? feature_2d[non_zero_add_2d[2]]:0;
assign weight_out_2 = non_zero_num>=3'b010 ? weight_2d[non_zero_add_2d[2]]:0;
assign feat_out_3 = non_zero_num>=3'b011 ? feature_2d[non_zero_add_2d[3]]:0;
assign weight_out_3 = non_zero_num>=3'b011 ? weight_2d[non_zero_add_2d[3]]:0;
assign feat_out_4 = non_zero_num==3'b100 ? feature_2d[non_zero_add_2d[4]]:0;
assign weight_out_4 = non_zero_num==3'b100 ? weight_2d[non_zero_add_2d[4]]:0;
always @ (posedge clk) begin
    if (reset)begin
        sum_vd<=0;
    end else begin
        sum_vd<=done;
    end
end
MAC_5 #(
	 .FEAT_WIDTH (FEAT_WIDTH),                  
	 .WGT_WIDTH (WGT_WIDTH),                   
	 .PE_OUT_WIDTH (PE_OUT_WIDTH)
	) multiplier_inst(
	.clk (clk),
    .acc(acc),
	._a0 (feat_out_0),
	._b0 (weight_out_0),
	._a1 (feat_out_1),
	._b1 (weight_out_1),
   ._a2 (feat_out_2),
	._b2 (weight_out_2),
	._a3 (feat_out_3),
	._b3 (weight_out_3),
   ._a4 (feat_out_4),
	._b4 (weight_out_4),
   ._c1 (),
   .sum_out(sum_out)
	); 
endmodule
`timescale 1ns/1ps
module PE_ROW_5 #(
  parameter integer  MAC_DIM                      = 5,
  parameter integer  FEAT_WIDTH                   = 8,  
  parameter integer  WGT_WIDTH                    = 8,  
  parameter integer  PE_OUT_WIDTH                 = 8,  
  parameter integer  SPAD_WIDTH                   = 64,  
  parameter integer  PE_DIM                       = 16,  
  parameter integer  NZ_WIDTH                     = 16,  
  parameter integer  NUM_NODES                    = 20,  
  parameter integer  LOG_PE_DIM                   =(
(PE_DIM) < (1<<0) ? 0 : (PE_DIM) <= (1<<1) ? 1 :
(PE_DIM) <= (1<<2) ? 2 : (PE_DIM) <= (1<<3) ? 3 :
(PE_DIM) <= (1<<4) ? 4 : (PE_DIM) <= (1<<5) ? 5 :
(PE_DIM) <= (1<<6) ? 6 : (PE_DIM) <= (1<<7) ? 7 :
(PE_DIM) <= (1<<8) ? 8 : (PE_DIM) <= (1<<9) ? 9 :
(PE_DIM) <= (1<<10) ? 10 : (PE_DIM) <= (1<<11) ? 11 :
(PE_DIM) <= (1<<12) ? 12 : (PE_DIM) <= (1<<13) ? 13 :
(PE_DIM) <= (1<<14) ? 14 : (PE_DIM) <= (1<<15) ? 15 :
(PE_DIM) <= (1<<16) ? 16 : (PE_DIM) <= (1<<17) ? 17 :
(PE_DIM) <= (1<<18) ? 18 : (PE_DIM) <= (1<<19) ? 19 :
(PE_DIM) <= (1<<20) ? 20 : (PE_DIM) <= (1<<21) ? 21 :
(PE_DIM) <= (1<<22) ? 22 : (PE_DIM) <= (1<<23) ? 23 :
(PE_DIM) <= (1<<24) ? 24 : (PE_DIM) <= (1<<25) ? 25 :
(PE_DIM) <= (1<<26) ? 26 : (PE_DIM) <= (1<<27) ? 27 :
(PE_DIM) <= (1<<28) ? 28 : (PE_DIM) <= (1<<29) ? 29 :
(PE_DIM) <= (1<<30) ? 30 : (PE_DIM) <= (1<<31) ? 31 : 32),
  parameter integer  ADDR_WIDTH                   = (
(SPAD_WIDTH) < (1<<0) ? 0 : (SPAD_WIDTH) <= (1<<1) ? 1 :
(SPAD_WIDTH) <= (1<<2) ? 2 : (SPAD_WIDTH) <= (1<<3) ? 3 :
(SPAD_WIDTH) <= (1<<4) ? 4 : (SPAD_WIDTH) <= (1<<5) ? 5 :
(SPAD_WIDTH) <= (1<<6) ? 6 : (SPAD_WIDTH) <= (1<<7) ? 7 :
(SPAD_WIDTH) <= (1<<8) ? 8 : (SPAD_WIDTH) <= (1<<9) ? 9 :
(SPAD_WIDTH) <= (1<<10) ? 10 : (SPAD_WIDTH) <= (1<<11) ? 11 :
(SPAD_WIDTH) <= (1<<12) ? 12 : (SPAD_WIDTH) <= (1<<13) ? 13 :
(SPAD_WIDTH) <= (1<<14) ? 14 : (SPAD_WIDTH) <= (1<<15) ? 15 :
(SPAD_WIDTH) <= (1<<16) ? 16 : (SPAD_WIDTH) <= (1<<17) ? 17 :
(SPAD_WIDTH) <= (1<<18) ? 18 : (SPAD_WIDTH) <= (1<<19) ? 19 :
(SPAD_WIDTH) <= (1<<20) ? 20 : (SPAD_WIDTH) <= (1<<21) ? 21 :
(SPAD_WIDTH) <= (1<<22) ? 22 : (SPAD_WIDTH) <= (1<<23) ? 23 :
(SPAD_WIDTH) <= (1<<24) ? 24 : (SPAD_WIDTH) <= (1<<25) ? 25 :
(SPAD_WIDTH) <= (1<<26) ? 26 : (SPAD_WIDTH) <= (1<<27) ? 27 :
(SPAD_WIDTH) <= (1<<28) ? 28 : (SPAD_WIDTH) <= (1<<29) ? 29 :
(SPAD_WIDTH) <= (1<<30) ? 30 : (SPAD_WIDTH) <= (1<<31) ? 31 : 32),
  parameter integer  WGT_INDEX                    = (
(WGT_WIDTH) < (1<<0) ? 0 : (WGT_WIDTH) <= (1<<1) ? 1 :
(WGT_WIDTH) <= (1<<2) ? 2 : (WGT_WIDTH) <= (1<<3) ? 3 :
(WGT_WIDTH) <= (1<<4) ? 4 : (WGT_WIDTH) <= (1<<5) ? 5 :
(WGT_WIDTH) <= (1<<6) ? 6 : (WGT_WIDTH) <= (1<<7) ? 7 :
(WGT_WIDTH) <= (1<<8) ? 8 : (WGT_WIDTH) <= (1<<9) ? 9 :
(WGT_WIDTH) <= (1<<10) ? 10 : (WGT_WIDTH) <= (1<<11) ? 11 :
(WGT_WIDTH) <= (1<<12) ? 12 : (WGT_WIDTH) <= (1<<13) ? 13 :
(WGT_WIDTH) <= (1<<14) ? 14 : (WGT_WIDTH) <= (1<<15) ? 15 :
(WGT_WIDTH) <= (1<<16) ? 16 : (WGT_WIDTH) <= (1<<17) ? 17 :
(WGT_WIDTH) <= (1<<18) ? 18 : (WGT_WIDTH) <= (1<<19) ? 19 :
(WGT_WIDTH) <= (1<<20) ? 20 : (WGT_WIDTH) <= (1<<21) ? 21 :
(WGT_WIDTH) <= (1<<22) ? 22 : (WGT_WIDTH) <= (1<<23) ? 23 :
(WGT_WIDTH) <= (1<<24) ? 24 : (WGT_WIDTH) <= (1<<25) ? 25 :
(WGT_WIDTH) <= (1<<26) ? 26 : (WGT_WIDTH) <= (1<<27) ? 27 :
(WGT_WIDTH) <= (1<<28) ? 28 : (WGT_WIDTH) <= (1<<29) ? 29 :
(WGT_WIDTH) <= (1<<30) ? 30 : (WGT_WIDTH) <= (1<<31) ? 31 : 32)
) (
    input             clk,
    input             reset,
    input             [ADDR_WIDTH*MAC_DIM-1:0]non_zero_add_bus,  
    input             [FEAT_WIDTH*SPAD_WIDTH-1:0]data_bus,
    input             [2:0] non_zero_num,  
    input             [LOG_PE_DIM-1:0] weight_enable_top, 
    input             broad_cast_enable,
    input             acc,done,
    input             psum_rd,
    output        [PE_OUT_WIDTH*PE_DIM-1:0] sum_out_bus,
    output        [PE_DIM-1:0] out_vd,
    output        data_bus_rd
);
assign data_bus_rd=psum_rd;
wire [PE_DIM-1:0] weight_enable_converted;
assign weight_enable_converted=1<<weight_enable_top;
wire [PE_DIM-1:0]pe_rd;
genvar i;
generate
  for (i=0;i<PE_DIM;i=i+1)begin : COL
    PE_TOP_5 #(
      .FEAT_WIDTH(FEAT_WIDTH),                  
      .WGT_WIDTH(WGT_WIDTH),             
      .PE_OUT_WIDTH(PE_OUT_WIDTH),              
      .SPAD_WIDTH(SPAD_WIDTH),              
      .NZ_WIDTH(NZ_WIDTH),              
      .NUM_NODES(NUM_NODES)
    )PE_5(
      .clk(clk),
      .reset(reset),
      .addr_bus(non_zero_add_bus), 
      .data_bus(data_bus),  
      .non_zero_num (non_zero_num),
      .x_we (broad_cast_enable),
      .w_we (weight_enable_converted[i]),
      .acc(acc),
      .done(done),
      .out(sum_out_bus[PE_OUT_WIDTH*i+PE_OUT_WIDTH-1:PE_OUT_WIDTH*i]),  
      .out_vd(out_vd[i])
    );  
end  
endgenerate
endmodule
module PE_TOP_5#(
  parameter integer  MAC_DIM                      = 5,
  parameter integer  FEAT_WIDTH                   = 1,  
  parameter integer  WGT_WIDTH                    = 8,  
  parameter integer  PE_OUT_WIDTH                 = 8,
  parameter integer  SPAD_WIDTH                   = 64,  
  parameter integer  NZ_WIDTH                     = 16,  
  parameter integer  NUM_NODES                    = 20,  
  parameter integer  ADDR_WIDTH                   = (
(SPAD_WIDTH) < (1<<0) ? 0 : (SPAD_WIDTH) <= (1<<1) ? 1 :
(SPAD_WIDTH) <= (1<<2) ? 2 : (SPAD_WIDTH) <= (1<<3) ? 3 :
(SPAD_WIDTH) <= (1<<4) ? 4 : (SPAD_WIDTH) <= (1<<5) ? 5 :
(SPAD_WIDTH) <= (1<<6) ? 6 : (SPAD_WIDTH) <= (1<<7) ? 7 :
(SPAD_WIDTH) <= (1<<8) ? 8 : (SPAD_WIDTH) <= (1<<9) ? 9 :
(SPAD_WIDTH) <= (1<<10) ? 10 : (SPAD_WIDTH) <= (1<<11) ? 11 :
(SPAD_WIDTH) <= (1<<12) ? 12 : (SPAD_WIDTH) <= (1<<13) ? 13 :
(SPAD_WIDTH) <= (1<<14) ? 14 : (SPAD_WIDTH) <= (1<<15) ? 15 :
(SPAD_WIDTH) <= (1<<16) ? 16 : (SPAD_WIDTH) <= (1<<17) ? 17 :
(SPAD_WIDTH) <= (1<<18) ? 18 : (SPAD_WIDTH) <= (1<<19) ? 19 :
(SPAD_WIDTH) <= (1<<20) ? 20 : (SPAD_WIDTH) <= (1<<21) ? 21 :
(SPAD_WIDTH) <= (1<<22) ? 22 : (SPAD_WIDTH) <= (1<<23) ? 23 :
(SPAD_WIDTH) <= (1<<24) ? 24 : (SPAD_WIDTH) <= (1<<25) ? 25 :
(SPAD_WIDTH) <= (1<<26) ? 26 : (SPAD_WIDTH) <= (1<<27) ? 27 :
(SPAD_WIDTH) <= (1<<28) ? 28 : (SPAD_WIDTH) <= (1<<29) ? 29 :
(SPAD_WIDTH) <= (1<<30) ? 30 : (SPAD_WIDTH) <= (1<<31) ? 31 : 32),
  parameter integer  WGT_INDEX                    = (
(WGT_WIDTH) < (1<<0) ? 0 : (WGT_WIDTH) <= (1<<1) ? 1 :
(WGT_WIDTH) <= (1<<2) ? 2 : (WGT_WIDTH) <= (1<<3) ? 3 :
(WGT_WIDTH) <= (1<<4) ? 4 : (WGT_WIDTH) <= (1<<5) ? 5 :
(WGT_WIDTH) <= (1<<6) ? 6 : (WGT_WIDTH) <= (1<<7) ? 7 :
(WGT_WIDTH) <= (1<<8) ? 8 : (WGT_WIDTH) <= (1<<9) ? 9 :
(WGT_WIDTH) <= (1<<10) ? 10 : (WGT_WIDTH) <= (1<<11) ? 11 :
(WGT_WIDTH) <= (1<<12) ? 12 : (WGT_WIDTH) <= (1<<13) ? 13 :
(WGT_WIDTH) <= (1<<14) ? 14 : (WGT_WIDTH) <= (1<<15) ? 15 :
(WGT_WIDTH) <= (1<<16) ? 16 : (WGT_WIDTH) <= (1<<17) ? 17 :
(WGT_WIDTH) <= (1<<18) ? 18 : (WGT_WIDTH) <= (1<<19) ? 19 :
(WGT_WIDTH) <= (1<<20) ? 20 : (WGT_WIDTH) <= (1<<21) ? 21 :
(WGT_WIDTH) <= (1<<22) ? 22 : (WGT_WIDTH) <= (1<<23) ? 23 :
(WGT_WIDTH) <= (1<<24) ? 24 : (WGT_WIDTH) <= (1<<25) ? 25 :
(WGT_WIDTH) <= (1<<26) ? 26 : (WGT_WIDTH) <= (1<<27) ? 27 :
(WGT_WIDTH) <= (1<<28) ? 28 : (WGT_WIDTH) <= (1<<29) ? 29 :
(WGT_WIDTH) <= (1<<30) ? 30 : (WGT_WIDTH) <= (1<<31) ? 31 : 32)
)(
input clk,
input reset,
input [ADDR_WIDTH*MAC_DIM-1:0] addr_bus, 
input [FEAT_WIDTH*SPAD_WIDTH-1:0] data_bus,  
input [2:0]non_zero_num,
input acc,done,
input w_we,x_we,
output [PE_OUT_WIDTH-1:0] out,
output out_vd
);
reg acc_buffer,done_buffer;
reg[WGT_WIDTH-1:0] w_buffer[0:SPAD_WIDTH-1];
wire [WGT_WIDTH*SPAD_WIDTH-1:0] w_buffer_1d;
reg[FEAT_WIDTH*SPAD_WIDTH-1:0] x_buffer;
reg[ADDR_WIDTH*MAC_DIM-1:0] addr_buffer;
reg[2:0] num_buffer;
wire[WGT_INDEX-1:0]w_index;
assign w_index=addr_bus[WGT_INDEX-1:0];
genvar i;
generate
    for(i=0;i<WGT_WIDTH;i=i+1)begin
        always @ (posedge clk) begin
            if (w_we)begin
                w_buffer[w_index*WGT_WIDTH+i]<=data_bus[WGT_WIDTH*i+WGT_WIDTH-1:WGT_WIDTH*i];
            end
        end
    end
endgenerate
always @ (posedge clk) begin
    if ((~reset) & x_we) begin
        x_buffer<=data_bus;
        addr_buffer<=addr_bus;
        num_buffer<=non_zero_num;
        acc_buffer<=acc;
        done_buffer<=done;
    end
end
generate
    for(i=0;i<SPAD_WIDTH;i=i+1)begin
        assign w_buffer_1d[WGT_WIDTH*i+WGT_WIDTH-1:WGT_WIDTH*i]=w_buffer[i];
    end
endgenerate
PE_5 #(
	.FEAT_WIDTH   (FEAT_WIDTH),                  
    .WGT_WIDTH    (WGT_WIDTH),               
    .PE_OUT_WIDTH (PE_OUT_WIDTH),              
    .SPAD_WIDTH   (SPAD_WIDTH),              
    .NZ_WIDTH     (NZ_WIDTH),              
    .NUM_NODES    (NUM_NODES)
)PE_5_inst(
	.clk(clk),
	.reset(reset),
	.non_zero_add_in(addr_buffer),
	.feature_in(x_buffer),
    .weight_in(w_buffer_1d),
    .non_zero_num (num_buffer),
    .acc (acc_buffer),
    .done(done_buffer),
    .sum_out (out),  
    .sum_vd(out_vd)
);  
endmodule
### design/flow/run.sh
#!/bin/bash
# OpenROAD 26Q1-2900-gdf79404cd8, Yosys 0.63+post, stock flow scripts
make -C /OpenROAD-flow-scripts/flow DESIGN_CONFIG=/design/flow/config.mk WORK_HOME=/design/flow/orfs finish
### design/flow/config.mk
export PLATFORM = sky130hd
export DESIGN_NAME = PE_ROW_5
export DESIGN_NICKNAME = PE_ROW_5
export VERILOG_FILES = /design/flow/design.v
export SDC_FILE = /design/flow/constraint.sdc
export NUM_CORES = 4
export LEC_CHECK = 1
export CORE_UTILIZATION = 50
export SYNTH_MEMORY_MAX_BITS = 65536
### design/flow/constraint.sdc
current_design PE_ROW_5

set clk_period 48.2
set clk_io_pct 0.2

create_clock -name clk0 -period $clk_period [get_ports {clk}]

set non_clock_inputs [all_inputs -no_clocks]
set_input_delay [expr $clk_period * $clk_io_pct] -clock clk0 $non_clock_inputs
set_output_delay [expr $clk_period * $clk_io_pct] -clock clk0 [all_outputs]
==> results_slide.txt <==
Physical Implementation Snapshot

Floorplan
  – Initial Utilization: 0.501
  – Die height: 1.11 mm
  – Row cnt: between 400 and 500
  – Overall die width: 1.11 mm
  – IO Pins: about 700

Clock network
  – CTS hold repair buffers: 0
  – Clock Path Buffers: 5
  – Htree depth: 6
  – CTS resizes: 0
  – Root buffer cell: clkbuf_16
  – Clock buffers created by TritonCTS: around 940
  – Setup bufs post-CTS: 0
  – Clock sinks: 8868

Global routing
  – First-pass GRT wire length: 9130 mm
  – Largest net degree at the start of global routing: 95
  – Total grt overflow: between 200k and 250k
  – Total Routing Usage GR: 1.21
  – Number of global-route vias before repair: 837000

Synth
  – Yosys warning total: 3
  – Post-synthesis register bit count: around 8900
  – Post-synthesis cell count from yosys: between 50000 and 60000
  – Average size of a mapped cell: ~10 µm²
  – Unique cell types: 107
  – Sequential element share of the synthesized area: 0.433
  – Primary FF master, synth: edfxtp_1
  – Yosys chip area: 613000 µm²
  – Post-Synthesis Cell Area: between 600000 and 700000 µm²
  – Synth Instances: slightly below 60000
  – Post-synth ARST share: 0
  – Post-synth EDFFs: 8739

Place
  – IO buf count: 697
  – Final GP Congestion: approximately 1.8
  – DP HPWL: between 4000 and 5000 mm

Run status
  – Outcome: stopped before the end
  – Error Message: [ERROR GRT-0116] Global routing finished with congestion. Check the congestion regions in the DRC Viewer.
  – Last stage: global routing (5_1_grt)
[kinds of logic after synthesis]
kind of cell | Yosys count | share of synthesized area
DFF | 8868 | 0.433
xor gates and xnor gates | 1322 | 0.0208
and+or+nand+nor | 17500 | 0.148
AOI/OAI and AO/OA | 21100 | 0.260
buffers and inverters | 7735 | 0.0580
adders and majority gates | 2896 | 0.0772
muxes | 182 | 0.00323
[Yosys cell counts (129+ instances only)]
master / instances / area (µm²)
buf_1: 446 / 1670
a21oi_1: 651 / 3260
a2111oi_0: 864 / 7570
fa_1: 1472 / 29500
o221ai_1: 139 / 1220
buf_4: 597 / 4480
a22o_1: 387 / 3390
a221oi_1: 288 / 2520
a31o_2: 135 / 1180
xnor2_1: 1052 / 9210
nor4_1: 746 / 4670
nand3_1: 2554 / 12800
nor3_1: 742 / 3710
inv_1: 2033 / 7630
nand4_1: 3162 / 19800
nand2_1: 3229 / 12100
and2_1: 139 / 870
a22oi_1: 17900 / 135000
nor2_1: 2979 / 11200
clkbuf_1: 1440 / 5410
and3_1: 2501 / 15600
ha_1: 1424 / 17800
or2_2: 576 / 3600
xor2_1: 186 / 1630
buf_2: 3179 / 15900
edfxtp_1: 8739 / 262000
or4_1: 380 / 2850
dfxtp_1: 129 / 2580
[stage by stage]
| stage | worst slack (ps) | hold WS [ps] | cells | utilization | instance area, µm² |
|---|---|---|---|---|---|
| after CTS | 28920 | 622 | 78500 | 0.569 | 695000 |
| after detailed placement | 28920 | 606 | 76700 | 0.542 | 663000 |
| after global placement | 28920 | 587 | 76700 | 0.542 | 663000 |
| after floorplan | 12880 | 429 | 59600 | - | 613000 |
[metal layers]
layer | track usage | overflow
met1 | 1.22 | 69000
met2 | 1.45 | 128000
met3 | 1.03 | 24600
met4 | 1.05 | 20800
met5 | 0.975 | 2796
